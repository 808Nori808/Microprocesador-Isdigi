$ cat ./config.mk
export PLATFORM = sky130hd
export DESIGN_NAME = registerbank
export DESIGN_NICKNAME = registerbank
export VERILOG_FILES = /design/flow/design.v
export SDC_FILE = /design/flow/constraint.sdc
export NUM_CORES = 4
export LEC_CHECK = 1
export CORE_UTILIZATION = 30
export SYNTH_HDL_FRONTEND = slang
$ cat ./constraint.sdc
current_design registerbank

set clk_period 6.0
set clk_io_pct 0.2

create_clock -name clk0 -period $clk_period [get_ports {clock}]

set non_clock_inputs [all_inputs -no_clocks]
set_input_delay [expr $clk_period * $clk_io_pct] -clock clk0 $non_clock_inputs
set_output_delay [expr $clk_period * $clk_io_pct] -clock clk0 [all_outputs]
$ cat ./design.v
module registerbank(read_reg1,read_reg2,write_reg,write_data,reg_write,read_data1,read_data2,clock,RST);
input [4:0] read_reg1,read_reg2,write_reg;
input [31:0] write_data;
input reg_write,clock,RST;
output logic [31:0] read_data1,read_data2;
logic [31:0] [31:0] dato ;  
always @(posedge clock)
	if(!RST)
			dato = 0;
	else
		if(reg_write)	
			dato[write_reg] = write_data;
assign read_data1 = dato[read_reg1];
assign read_data2 = dato[read_reg2];
endmodule 
$ cat ./run.sh
#!/bin/bash
# OpenROAD 26Q1-2900-gdf79404cd8, Yosys 0.63+post, stock flow scripts
make -C /OpenROAD-flow-scripts/flow DESIGN_CONFIG=/design/flow/config.mk WORK_HOME=/design/flow/orfs finish
==> summary.txt <==
flow finished, numbers: critical path's top delay family buffers and inverters, Clock Skew 0 ns, Crit-path slowest cell clkdlybuf4s50_1, Crit Reg-Reg Startpoint dato[228], Worst Path Buf+Inv 4, pwr dens 253 nW/um^2, total number of vias 51140, Max VDD drop 0.276 mV, Fmax 183 MHz, CTS clk-pin slew, worst paths 0.06 ns, internal power 11.8 mW, Ys Warns 0, ys flop type dfxtp_1, RSZ-0062 raised after global routing false, clk buf depth 3, R2R Setup Slk 5.27 ns, drt wl/cell roughly 24 um, vias per cell 5.53, R2R Path End dato[228], CTS tree yes, GRT Overall Usage ~24%, ys async rst share 0%, DRC Markers 0, CP Depth 9, die area 187000 um^2, switching share of total power 26.2%, GP Congestion 0.947, Antenna Nets Post-Route 0, Pleak 22.6 nW, yosys stat area 55400 um^2, clock power share 45.8%, area grow syn2layout 13.7%, Final min period approximately 5.5 ns, Max-Cap Viols 0, H-tree Lvls 3, Post-Syn Area 55400 um^2, Final Hold Violating Endpoints 0, yosys stat cell total 6913, CP required about 4.8 ns, I/O pin count 114, DRT Wirelength 226000 um, core area 183000 um^2, max FFs per register 1024, crit-path max cell delay 0.64 ns, Worst Slack Setup Final 0.522 ns, #FFs+latches synth 1024, CTS root buf clkbuf_16, Post-Route Utilization 34.4%, setup_tns 0 ns, number of enable flip-flop cells 0, fp util between 30% and 40%, CP Cell Sequence clkdlybuf4s50_1 > and2_4 > buf_4 > a22o_1 > nor3_1 > buf_4 > a31oi_1 > nand3_1 > clkdlybuf4s50_1, pre-CTS WS 0.619 ns, worst skew pair latency between 0.7 and 0.8 ns, die y size 432 um, crit path launch type input port, sequential cell fraction of total power 43.2%, largest net degree at the start of global routing about 180, Setup crit end kind output pin, Post-CTS Setup Repair Bufs 0, worst r2r path cells 2, max-slew violation count 0, tool warnings 35, first-pass GRT wire length 329000 um, final setup vio count 0, Setup crit start read_reg1[2], Hold-fix buffers, CTS 0, Detail Placement HPWL 134000 um, layout cells sized above 1 6.95%, Critical Path AT 4.28 ns, CTS Buf Count 116, Sw Pwr 4.18 mW, GR Overflow Total 0, clk sinks 1024, status finished clean, vias in the first global route 48545, number of port buffers 113, gate count of the mapped netlist roughly 7000, syn_area_per_cell 8.02 um^2, Least-Margin Pin Slew 1.01 ns, number of core rows roughly 160, post-cts resize count 0, Gate power share 11.0%, Netlist cell types 30, Initial DRC Count 4816, initial antenna violation count 19, drt pass-1 iters 8, sequential fraction of the synthesis area 37.0%, final period utilization 91.3%, Die W 432 um, critical path type in -> out, Worst setup endpoint read_data1[27], Slew HR 32.7%, Crit Path Max Fanout 26, Min-Delay Path Class reg -> reg
-- synth_stat cells (2+ instances only) --
| library cell | number | area, um^2 |
|---|---|---|
| a21boi_0 | 472 | 3540 |
| a21boi_1 | 552 | 4140 |
| a21oi_1 | 192 | 961 |
| a22o_1 | 128 | 1120 |
| a22oi_1 | 192 | 1440 |
| a31oi_1 | 64 | 400 |
| and2_1 | 3 | 18.8 |
| and3_1 | 2 | 12.5 |
| and3b_1 | 3 | 26.3 |
| buf_1 | 26 | 97.6 |
| buf_2 | 213 | 1070 |
| buf_4 | 18 | 135 |
| clkbuf_1 | 405 | 1520 |
| dfxtp_1 | 1024 | 20500 |
| mux2i_1 | 1024 | 10200 |
| nand2_1 | 2277 | 8550 |
| nand2b_1 | 4 | 25.0 |
| nand3_1 | 194 | 971 |
| nand3b_1 | 3 | 22.5 |
| nor2_1 | 26 | 97.6 |
| nor2_2 | 3 | 18.8 |
| nor2_4 | 8 | 90.1 |
| nor2b_1 | 4 | 25.0 |
| nor3_1 | 65 | 325 |
| nor3b_1 | 2 | 15.0 |
| or2_2 | 3 | 18.8 |
| or3b_1 | 3 | 26.3 |
-- worst min path at each step --
stage / from / endpoint / cells past startpoint
4_1_cts: dato[132] / dato[132] / 2
5_1_grt: dato[522] / dato[522] / 2
6_report: dato[132] / dato[132] / 2
-- per-stage QoR --
| stage | instance area [um^2] | hold slack, ns | instances | total power, mW |
|---|---|---|---|---|
| CTS | 63000 | 0.465 | 9245 | 16.0 |
| global route | 63100 | 0.481 | 9248 | 16.3 |
| floorplan | 55400 | 0.447 | 6913 | 8.04 |
| finish | 63100 | 0.463 | 9249 | 16.0 |
| detailed placement | 59200 | 0.457 | 9037 | 8.74 |
| global placement | 59200 | 0.452 | 9037 | 8.73 |
-- metal layers --
metal / GRT usage [%] / share of wire, % / vias up
li1: - / - / 23255
met1: 31.7 / 39 / 24548
met2: 36.1 / 43 / 2628
met3: 7.80 / 11 / 693
met4: 12.1 / 6.1 / 16
met5: 0.234 / 0.064 / -
-- worst reg2reg max path, cell delays in order, from the launching register on --
cell,delay [ns]
dfxtp_1,0.37
nand2_1,0.07
a21boi_0,0.21
-- layout make-up --
cell class	instances	area [um^2]
well taps	2464	3080
diodes	4	10.0
flip-flops and latches	1024	20500
clock buffers	176	3430
fillers	18404	120000
multi-input cells	5227	32400
clock inverters	32	439
repair buffers	322	3150
-- cells by family (layout without fill, tap and decap cells) --
family | count (synthesis) | after routing | share of synthesized area, %
AND-OR/OR-AND | 1600 | 1600 | 20.9
buffers and inverters | 662 | 530 | 5.08
flip-flops | 1024 | 1024 | 37.0
multiplexers | 1024 | 1024 | 18.5
other | 0 | 4 | 0
AND/OR/NAND/NOR | 2603 | 2603 | 18.5
-- power groups by stage --
stage | registers [mW] | logic, mW | clock network, mW
after global routing | 6.89 | 1.81 | 7.64
after CTS | 6.89 | 1.71 | 7.38
final | 6.89 | 1.75 | 7.31
-- layout by cell type, fill, tap and decap left out, types with 28 or more instances in the layout --
cell and instances:
clkbuf_1 31, dfxtp_1 1024, buf_4 174, a21oi_1 192, clkdlybuf4s50_1 110, nand2_1 2243
a31oi_1 64, a21boi_0 472, a22o_1 128, clkbuf_8 28, nor3_1 65, nor2_4 34
clkbuf_16 117, nand3_1 194, nand2_2 34, mux2i_1 1024, buf_12 35, a22oi_1 192
a21boi_1 552
Power figures rest on the tool's default switching activity, not on a simulated workload.
