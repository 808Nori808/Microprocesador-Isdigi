===== flow/run.sh =====
#!/bin/bash
# OpenROAD 26Q1-2900-gdf79404cd8, Yosys 0.63+post, stock flow scripts
make -C /OpenROAD-flow-scripts/flow DESIGN_CONFIG=/design/flow/config.mk WORK_HOME=/design/flow/orfs finish

===== flow/config.mk =====
export PLATFORM = sky130hd
export DESIGN_NAME = ALU
export DESIGN_NICKNAME = ALU
export VERILOG_FILES = /design/flow/design.v
export SDC_FILE = /design/flow/constraint.sdc
export NUM_CORES = 4
export LEC_CHECK = 1
export CORE_UTILIZATION = 40
export SYNTH_HDL_FRONTEND = slang

===== flow/constraint.sdc =====
current_design ALU

set clk_period 28.7
set clk_io_pct 0.2

create_clock -name clk0 -period $clk_period

set non_clock_inputs [all_inputs -no_clocks]
set_input_delay [expr $clk_period * $clk_io_pct] -clock clk0 $non_clock_inputs
set_output_delay [expr $clk_period * $clk_io_pct] -clock clk0 [all_outputs]

===== flow/design.v =====
module ALU (X, Y, RESULTADO, ZERO, CONTROL);
input logic signed [31:0] X, Y;
input logic [3:0] CONTROL;
output logic [31:0] RESULTADO;
output logic ZERO;
logic [31:0] Xu,Yu;
assign Xu = X;
assign Yu = Y;
always_comb
begin
case (CONTROL)
	4'b0000: RESULTADO = X + Y;   
	4'b0111: RESULTADO = X - Y;   
	4'b0100: RESULTADO = (X < Y) ? 1 : 0;  
	4'b1100: RESULTADO = (Xu < Yu) ? 1 : 0;  
	4'b0010: RESULTADO = (X & Y);  
	4'b0001: RESULTADO = (X | Y);  
	4'b1001: RESULTADO = (X ^ Y);  
	4'b0110: RESULTADO = Y;  
	4'b1000: RESULTADO = Xu << Yu;  
	4'b1010: RESULTADO = Xu >> Yu;  
	4'b1110: RESULTADO = X >>> Y;  
	4'b1011: RESULTADO = (X >= Y) ? 1 : 0;  
	4'b1111: RESULTADO = X == Y;  
	default: RESULTADO = 0;  
endcase
end
assign ZERO = (RESULTADO == 0) ? 1 : 0;
endmodule 

==> reports/notes.md <==
The flow ran to the end, and the final reports show no timing, DRC or antenna violations. The total DRC errors in the routed layout was 0. The number of hold buffers added after CTS is 0, and the count of yosys warnings during synthesis is 0. The worst setup path is launched from an input pin. Start point of the worst min-delay path: Y[0].

In this run the tool buffered the top-level ports with 101 buffer cells. The type recorded for the worst min-delay path is input pin to output port. 101 I/O pins were placed. The run gives 0.0566 GHz as the top achievable clock speed.

Setup repair after global routing left no endpoint under its margin. TritonRoute output was used to compute an average wire per cell of 32.9 um. The number of global-route vias before repair was 13,300.

After synthesis, flip-flops and latches occupy 0% of the total area. The number of optimization iterations in the first detailed-route pass was 6. The relative slew slack came out at 17.9%. The cell count after synthesis came out at 1,635. The total die size is 28,500 sq um, and the leakage power figure is 4.97 nW. Per the layout report, the design carries 2,807 filler cells.

The global route stage reports its total congestion overflow as 0. The cell area that synthesis handed to floorplanning was 11,100 sq um. The final timing report lists a max-slew violation count of 0. The post-route minimum period was 17,670 ps. The logs give 2,296 for the initial detailed-routing violation count and 52,400 um for the HPWL after detailed placement.

The number of warnings in the stage logs was 96; the highest fanout seen on the critical path was 14. After layout, the worst setup slack is 11,030 ps. The report gives the cell count of the worst hold path as 6. The post-cts sizing count came out at 0.

The total area inside the core boundary comes to 27,100 sq um. The congestion estimate from routability-driven global placement came to 1.13. The tools report the terminating pin of the worst hold path as RESULTADO[4]. The worst slack after detailed placement is 11,340 ps, and the initial antenna violation count is 5.

The tools report the final antenna-violating net count as 0. In the final report, the number of endpoints failing setup comes to 0. Global routing used 46.9% of the available tracks across all layers.

Leaving out fill and tap cells, the most frequent cells in the layout are sky130_fd_sc_hd__nor2_1 (154), sky130_fd_sc_hd__nand2_1 (154), sky130_fd_sc_hd__a21oi_1 (124). The first global-routing pass estimated 95,000 um of wire. Detailed routing inserted a total of 14,700 vias.

The cell row count came out at 60. The final report lists a non-filler cell total of 2,032. The slew at the pin closest to its max-slew limit works out to 1230 ps. Post-synthesis, Yosys gives the total cell area as 11,100 sq um. Per the layout area report, the register area comes to 0 sq um. The die span in x came out at 169 um. Data on the critical path is required at its endpoint by 22,960 ps. The run gives 66,800 um as the total length of routed wires. For this run, the detailed router reports a per-instance via density of 7.26. The ratio of total power to cell area is 20.9 nW/um^2, and the final cell area excluding filler cells is 12,500 sq um.

STA classifies the critical path endpoint as an output port. The number of cells reported by Yosys stat comes to 1,635. The chip height is 169 um.

The path type of the worst setup path was input pin to output port. Per the run report, area growth between synthesis and finish was 12.8%. Entering global routing, the biggest net connects 52 pins. Yosys mapped the design onto 78 distinct sky130hd cell types. The post-synthesis area per instance came out at 6.80 sq um. The post-CTS setup repair buffer count was 0; the arrival time at the worst endpoint was 11,930 ps.

The portion of the clock cycle consumed by the worst path in the final layout works out to 61.6%. The tools report the number of flip-flops and latches as 0. After detailed placement, the total cell area comes to 12,500 sq um.

The maximum vdd ir drop was 0.00857 mV; the proportion of layout cells with a drive suffix above 1 was 11.3%. The count of endpoints failing hold in the final timing report is 0, and the initial core utilization is 41.0%. The number of placed instances, taps included is 2,030, and the number of clock buffers in the layout is 0. The final layout reports a setup TNS of 0 ps. Across the run, the number of max-cap violations was 0.
-- cell families after synthesis --
| kind of cell | share of synthesized area, % |
|---|---|
| buffers and inverters | 8.38 |
| xor gates and xnor gates | 0.709 |
| muxes | 20.4 |
| AOI/OAI and AO/OA | 35.2 |
| and+or+nand+nor | 24.1 |
| adders and majority gates | 11.2 |
-- critical path, stage by stage --
cell and delay (ps):
sky130_fd_sc_hd__clkdlybuf4s50_1 540, sky130_fd_sc_hd__nor4_1 850, sky130_fd_sc_hd__nand3_1 640, sky130_fd_sc_hd__nor3_1 810, sky130_fd_sc_hd__o211ai_1 310, sky130_fd_sc_hd__a32oi_1 380
sky130_fd_sc_hd__nand3_1 140, sky130_fd_sc_hd__or4_1 500, sky130_fd_sc_hd__or4_1 490, sky130_fd_sc_hd__or4_1 550, sky130_fd_sc_hd__nor4_1 220, sky130_fd_sc_hd__and4b_1 270
sky130_fd_sc_hd__clkdlybuf4s50_1 480
-- report_power, final --
part           internal [mW]  switching (mW)  leakage, nW     total [mW]
combinational         0.0967           0.165         4.97          0.262
sequential                 0               0            0              0
clock          0.00000000496               0    0.0000101  0.00000000497
total                 0.0967           0.165         4.97          0.262
-- layer usage --
metal | routed length (um) | vias to the layer above | GRT usage, %
li1 | - | 6338 | -
met1 | 26000 | 6973 | 63.6
met2 | 27700 | 1183 | 68.7
met3 | 8880 | 241 | 14.0
met4 | 4210 | 8 | 21.4
met5 | 128 | - | 2.61
-- Yosys cell counts (23+ instances only) --
cell | n | share of area (%)
sky130_fd_sc_hd__nand2_1 | 154 | 5.2
sky130_fd_sc_hd__mux2i_1 | 69 | 6.2
sky130_fd_sc_hd__buf_1 | 24 | 0.81
sky130_fd_sc_hd__clkbuf_1 | 105 | 3.5
sky130_fd_sc_hd__o22ai_1 | 33 | 1.9
sky130_fd_sc_hd__ha_1 | 96 | 11
sky130_fd_sc_hd__a21oi_1 | 124 | 5.6
sky130_fd_sc_hd__nor3_1 | 58 | 2.6
sky130_fd_sc_hd__mux4_2 | 52 | 11
sky130_fd_sc_hd__o211ai_1 | 34 | 2.3
sky130_fd_sc_hd__a211oi_1 | 29 | 2.0
sky130_fd_sc_hd__o21ai_0 | 96 | 4.3
sky130_fd_sc_hd__inv_1 | 93 | 3.1
sky130_fd_sc_hd__nand3_1 | 44 | 2.0
sky130_fd_sc_hd__nor2b_1 | 23 | 1.3
sky130_fd_sc_hd__nor2_1 | 154 | 5.2
sky130_fd_sc_hd__mux2_2 | 34 | 3.4
-- worst max path at each step --
stage	slack, ps	start	depth (start not counted)	endpoint
4_1_cts	11310	Y[4]	16	ZERO
5_1_grt	10850	Y[4]	16	ZERO
6_report	11030	Y[12]	13	ZERO
-- layout make-up --
type / count / area (sq um) / share of cell area, %
tap: 372 / 465 / 3.71
timing repair buffer: 169 / 1510 / 12.0
antenna: 2 / 5.00 / 0.0399
multi-input combinational: 1394 / 10200 / 81.4
inverter: 95 / 357 / 2.84
-- per-stage QoR --
| step | total power [mW] | hold WS (ps) | utilization (%) |
|---|---|---|---|
| finish | 0.262 | 12740 | 46.3 |
| CTS | 0.251 | 12730 | 46.2 |
| detailed placement | 0.249 | 12730 | 46.2 |
| global route | 0.272 | 12810 | 46.2 |
| global placement | 0.251 | 12750 | 46.2 |
| floorplan | 0.147 | 11660 | - |
Power figures rest on the tool's default switching activity, not on a simulated workload.
